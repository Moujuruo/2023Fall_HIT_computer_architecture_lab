File: flow/run.sh
#!/bin/bash
# OpenROAD 26Q1-2900-gdf79404cd8, Yosys 0.63+post, stock flow scripts
make -C /OpenROAD-flow-scripts/flow DESIGN_CONFIG=/design/flow/config.mk WORK_HOME=/design/flow/orfs finish
File: flow/config.mk
export PLATFORM = sky130hd
export DESIGN_NAME = icache_tagv_table
export DESIGN_NICKNAME = icache_tagv_table
export VERILOG_FILES = /design/flow/design.v
export SDC_FILE = /design/flow/constraint.sdc
export NUM_CORES = 4
export LEC_CHECK = 1
export CORE_UTILIZATION = 30
File: flow/constraint.sdc
current_design icache_tagv_table

set clk_period 16.6
set clk_io_pct 0.2

create_clock -name clk0 -period $clk_period [get_ports {clk}]

set non_clock_inputs [all_inputs -no_clocks]
set_input_delay [expr $clk_period * $clk_io_pct] -clock clk0 $non_clock_inputs
set_output_delay [expr $clk_period * $clk_io_pct] -clock clk0 [all_outputs]
File: flow/design.v
module icache_tagv_table(
    input           clk,         
    input           resetn,      
    input           wen,         
    input           valid_wdata, 
    input[19:0]     tag_wdata,   
    input[6:0]      windex,      
    input           rden,        
    input[31:0]     cpu_addr,    
    input cache_addr_ok,
    output hit                   
    );
    reg[127:0]      valids;      
    reg[19:0]       tags[0:127]; 
    genvar i;
    generate
        for(i=0; i < 128; i = i + 1) begin
            initial begin
                tags[i]=0;       
            end
        end
    endgenerate
    always@(posedge clk) begin
        if(~resetn)
            valids <= 0;         
        else begin
            if(wen) begin
                valids[windex] <= valid_wdata;
                tags[windex] <= tag_wdata;
            end
        end
    end
    reg[19:0]       reg_tag;     
    reg             reg_valid;   
    reg[31:0]       reg_cpu_addr;    
    wire[6:0]       cpu_index=cpu_addr[11:5];    
    wire[19:0]      r_cpu_tag=reg_cpu_addr[31:12];     
    always@(posedge clk) begin
        if(~resetn) begin
            reg_tag <= 0;
            reg_valid <= 0;
            reg_cpu_addr <= 0;
        end
        else begin
            if(rden) begin
                reg_tag <= tags[cpu_index];
                reg_valid <= valids[cpu_index];
                reg_cpu_addr <= cpu_addr;
            end
        end
    end
    assign hit=(r_cpu_tag == reg_tag) & reg_valid;
endmodule
==> notes.md <==
flow finished, numbers: Iteration-0 DRC Markers=3834, # clock sinks=2729, slowest CP cell=buf_4, simple-gate portion of the synthesized area=2.98%, remaining global-route overflow=0, die area=360000 µm², xor+xnor area frac=0.171%, status=complete, no violations, DR pass1 iterations=18, initial antenna violation count=14, YS warnings=1, Worst Path Max Fanout=66, share of layout cells above drive strength 1=27.0%, fin crit share=45.2%, synthesized area per cell=20.5 µm², number of cells in Yosys stat=5235, Slew Limit Fails=0, CP required=17.31 ns, Die X=600 µm, Synth Instances=5235, AO/OA Area Share=3.53%, max_cap viols=0, CTS Hold Bufs=0, final WL=290000 µm, Post-CTS Setup Bufs=0, CTS max path bufs=4, CTS resizes=0, Peak VDD IR=0.0888 mV, Arr. time, crit path=8.21 ns, slowest cell delay on critical path=0.67 ns, HPWL after detailed placement=170000 µm, post-route setup slack=9.10 ns, adder-cell share of the synthesized area=0.0466%, Least-Margin Pin Slew=1.05 ns, kind of critical path=input pin to flop, leakage=38.0 nW, Setup TNS=0 ns, CP endpoint kind=flop, setup slack at placement=8.16 ns, Layout area overhead=15.1%, Die Y=600 µm, Latency at later pin=0.86 ns, std cell rows=219, RePlAce Congestion=0.924, yosys stat area=107000 µm², Logic family by area=multiplexers, skew final=0.0558 ns, FF+latch count, synth=2729, Commonest flop=edfxtp_1, register share after synthesis=74.7%, routed vias=53492, Starting Density=30.2%, Most common cell on crit path=buf_4, power per cell area=117 nW/µm², htree depth=5, io pins=66, total CTS buffers=291, Unique cell types=73, synthesized area=107000 µm², first-pass GRT wire length=414000 µm, Tool Warnings=35, total track usage=17.3%, worst rel slew slack=29.7%, mux share=16.9%, Core Util, Final=34.7%, drt via density=5.08, number of enable flip-flop cells=2560, maximum clock frequency=0.133 GHz, RSZ-0062 raised after global routing=false, DRT antenna net count=0, Worst-path clk slew=0.06 ns, CTS tree=done, largest net degree at the start of global routing=73, vias in the first global route=58233, Core Area=356000 µm², # setup viols final=0, clk root buf=clkbuf_16, Post-route DRC=0, cell chain of the critical path=buf_8 -> buf_4 -> buf_12 -> buf_4 -> buf_12 -> mux4_2 -> a22o_1 -> nor2_1 -> o32ai_1 -> buf_4 -> o311ai_1 -> a31oi_1, I/O Buffers=59, worst min path class=flop to flop, final hold violation count=0, Synth async-reset ratio=0%, post-layout min period=7.50 ns, DR WL/cell=27.5 µm, CP Launch Type=input pin
==> layer usage <==
metal / global-route usage [%] / up-vias / share of wire (%)
met2: 25.3 / 3421 / 46
met4: 5.23 / 22 / 3.9
li1: - / 22417 / -
met3: 14.7 / 455 / 19
met5: 1.32 / - / 0.18
met1: 18.4 / 27177 / 31
==> worst paths after layout <==
path | from | end | slack [ns] | cells after the start
hold / removal | reg_tag[12] | reg_tag[12] | 0.48 | 1
setup reg to reg | tags[39][6] | reg_tag[6] | 13.81 | 5
hold reg to reg | reg_tag[12] | reg_tag[12] | 0.48 | 1
setup / recovery | cpu_addr[5] | reg_tag[18] | 9.10 | 12
==> registers in the layout, indices dropped and copies added, names as in the netlist <==
register / flops
tags: 2560
valids: 128
reg_valid: 1
reg_tag: 20
reg_cpu_addr: 20
==> placed cells by master, fill, tap and decap left out, drive strengths merged, types with 7 or more instances in the layout <==
| cell | Yosys | final |
|---|---|---|
| bufinv | 0 | 14 |
| xnor2 | 12 | 12 |
| nand2b | 10 | 10 |
| o221ai | 40 | 40 |
| inv | 11 | 25 |
| clkdlybuf4s50 | 0 | 31 |
| mux2 | 16 | 16 |
| nor2b | 85 | 85 |
| a22oi | 14 | 14 |
| o311ai | 7 | 7 |
| xor2 | 9 | 9 |
| and2 | 11 | 11 |
| a31oi | 21 | 21 |
| mux4 | 703 | 703 |
| clkinv | 0 | 108 |
| a21boi | 97 | 97 |
| nand2 | 216 | 216 |
| nor2 | 239 | 239 |
| mux2i | 210 | 210 |
| and3 | 17 | 17 |
| nand4 | 17 | 17 |
| clkbuf | 126 | 370 |
| edfxtp | 2560 | 2560 |
| a21oi | 43 | 43 |
| buf | 191 | 310 |
| o21ai | 58 | 58 |
| nor3 | 26 | 26 |
| o21a | 64 | 64 |
| nor4 | 17 | 17 |
| diode | 0 | 8 |
| nand3 | 47 | 47 |
| a211oi | 46 | 46 |
| o2111ai | 7 | 7 |
| o31ai | 14 | 14 |
| o211ai | 19 | 19 |
| dfxtp | 169 | 169 |
| o22ai | 39 | 39 |
==> synthesized netlist by cell type, drive strengths merged (6+ instances only) <==
cell	instances	area [µm²]
mux4	703	15800
xor2	9	78.8
nor2b	85	532
nand2	216	811
o22ai	39	244
mux2i	210	2100
o211ai	19	143
a211oi	46	360
o31ai	14	105
nor3	26	130
o2111ai	7	67.6
nand2b	10	62.6
nand4	17	106
a22o	6	52.6
buf	191	1270
nor4	17	136
clkbuf	126	473
o21ai	58	290
o21a	64	480
mux2	16	180
edfxtp	2560	76900
a21boi	97	728
nand3	47	235
dfxtp	169	3380
and3	17	106
inv	11	41.3
o311ai	7	61.3
a221oi	6	52.6
a22oi	14	105
a31oi	21	131
xnor2	12	105
and2	11	68.8
nor2	239	897
a21oi	43	215
o221ai	40	357
==> power by group <==
part / internal [mW] / switching, mW
clock: 3.53 / 2.60
combinational: 0.260 / 0.501
sequential: 7.54 / 0.0137
==> cell families (layout without fill, tap and decap cells) <==
kind of cell | Yosys count | after routing
other | 0 | 8
xor gates and xnor gates | 21 | 21
AOI/OAI and AO/OA | 523 | 523
adders and majority gates | 4 | 4
and+or+nand+nor | 701 | 701
buffers and inverters | 328 | 864
muxes | 929 | 929
DFF | 2729 | 2729
==> critical path: cells and delay by family <==
family,cells,cell delay [ns]
multiplexers,1,0.63
AND-OR/OR-AND,4,0.77
buffers and inverters,6,2.87
AND/OR/NAND/NOR,1,0.35
==> per-stage QoR <==
stage / cells / hold WS, ns / area [µm²] / power, mW
final: 10530 / 0.484 / 124000 / 14.5
after detailed placement: 10010 / 0.472 / 115000 / 8.46
after CTS: 10522 / 0.483 / 124000 / 14.6
after floorplan: 5235 / 0.452 / 107000 / 8.11
after global routing: 10525 / 0.510 / 124000 / 14.9
after global placement: 10010 / 0.467 / 115000 / 8.45
==> cell type report <==
class / instances / area [µm²]
Antenna cell: 8 / 20.0
Tap cell: 4751 / 5940
Inverter: 11 / 48.8
Multi-Input combinational cell: 2178 / 25700
Clock buffer: 370 / 7760
Timing Repair Buffer: 341 / 2720
Sequential cell: 2729 / 80300
Fill cell: 32231 / 232000
Clock inverter: 142 / 1150
Power and IR drop assume default switching activity.
